[flow/run.sh]
#!/bin/bash
# OpenROAD 26Q1-2900-gdf79404cd8, Yosys 0.63+post, stock flow scripts
make -C /OpenROAD-flow-scripts/flow DESIGN_CONFIG=/design/flow/config.mk WORK_HOME=/design/flow/orfs finish
[flow/config.mk]
export PLATFORM = sky130hd
export DESIGN_NAME = reg_file
export DESIGN_NICKNAME = reg_file
export VERILOG_FILES = /design/flow/design.v
export SDC_FILE = /design/flow/constraint.sdc
export NUM_CORES = 4
export LEC_CHECK = 1
export CORE_UTILIZATION = 30
[flow/constraint.sdc]
current_design reg_file

set clk_period 5.9
set clk_io_pct 0.2

create_clock -name clk0 -period $clk_period [get_ports {clk}]

set non_clock_inputs [all_inputs -no_clocks]
set_input_delay [expr $clk_period * $clk_io_pct] -clock clk0 $non_clock_inputs
set_output_delay [expr $clk_period * $clk_io_pct] -clock clk0 [all_outputs]
[flow/design.v]
module reg_file(
    input rst, clk, write_reg,
    input [4: 0] rs1, rs2, target_reg,
    input [31: 0] write_rd_data,
    output reg [31: 0] read_rs1_data,
    output reg [31: 0] read_rs2_data
);
reg [31: 0] regs[31: 0];
always @(posedge clk) begin
    if(write_reg && target_reg != 5'h0) regs[target_reg] = write_rd_data;
end
initial begin
    regs[5'd2] = 32'd128;
end
always @(*) begin
    if(rs1 == 5'h0)begin
        read_rs1_data = 32'h0000_0000;
    end else begin
        read_rs1_data = regs[rs1];
    end
end
always @(*) begin
    if(rs2 == 5'h0)begin
        read_rs2_data = 32'h0000_0000;
    end else begin
        read_rs2_data = regs[rs2];
    end
end
endmodule
==> impl_metrics.env <==
# flow metrics
export IMPL_drive_above_1_share=0.2850
export IMPL_cts_setup_buffers=0
export IMPL_hold_path_class="input port to flip-flop"
export IMPL_crit_type="input port to output port"
export IMPL_routedWlPerCell_um=30.80
export IMPL_vias_per_cell=5.664
export IMPL_p_per_area_nw_per_um2=297.6
export IMPL_fin_crit_ns=5.383
export IMPL_cts_max_level=3
export IMPL_cp_max_fo=25
export IMPL_drv_cap=0
export IMPL_ys_types=39
export IMPL_grt_overflow_total=0
export IMPL_core_um2=158400
export IMPL_io_pins=114
export IMPL_portBuffers=112
export IMPL_fillers=14430
export IMPL_first_global_vias=30770
export IMPL_grt_max_degree=83
export IMPL_drcViolationCount=0
export IMPL_synthCells=2564
export IMPL_gp_routability_congestion=0.8912
export IMPL_route_vias_total=27960
export IMPL_grt_first_pass_wirelength_um=216000
export IMPL_dr_pass1_iters=7
export IMPL_seqPwrFrac=0.488
export IMPL_pwr_share_clk=0.421
export IMPL_switchingPower_mw=3.709
export IMPL_yosys_cells=2564
export IMPL_combPwrFrac=0.091
export IMPL_drtAntennaViolNets=0
export IMPL_start_kind="input port"
export IMPL_top_area_cell="edfxtp_1"
export IMPL_fmaxAchievable_ghz=0.1858
export IMPL_cts_root_buffer_cell="clkbuf_16"
export IMPL_power_internal_mw=13.01
export IMPL_drtIter0Drc=1748
export IMPL_dp_hpwl_um=90040
export IMPL_netlist_area_um2=47900
export IMPL_clkSlewWorstSetupHoldPaths_ns=0.07
export IMPL_required_ns=4.72
export IMPL_setup_viol=0
export IMPL_tns_ns=0
export IMPL_p_leak_nw=18.13
export IMPL_place_area_um2=52560
export IMPL_rsz0062_at_grt="false"
export IMPL_die_y_um=401.6
export IMPL_ys_area_um2=47900
export IMPL_seq_area_frac_synth=0.6419
export IMPL_postLayoutCellArea_um2=56180
export IMPL_status="complete, no violations"
export IMPL_hold_slack_ns=1.294
export IMPL_tightestPinTransition_ns=0.9419
export IMPL_row_count=146
export IMPL_relSlewSlack=0.3706
export IMPL_p_sw_frac=0.2218
export IMPL_fin_util=0.3547
export IMPL_finalHoldViolCount=0
export IMPL_warnings=27
export IMPL_period_used=0.9123
export IMPL_fp_util=0.3025
export IMPL_async_flop_share=0
export IMPL_worstPathCellList="buf_2, buf_4, or2_2, or4_4, o21ai_0, a311oi_1, clkdlybuf4s50_1"
export IMPL_top_area_frac=0.6419
export IMPL_arrival_ns=4.20
export IMPL_end_kind="output port"
export IMPL_total_power_mw=16.72
export IMPL_numCtsBuffers=100
export IMPL_chip_area_um2=161300
export IMPL_synth_main_ff_cell="edfxtp_1"
export IMPL_finalMaxSlewViolations=0
export IMPL_die_width_um=401.6
export IMPL_clockBufferDepth=3
export IMPL_cp_slowest_stage_delay_ns=0.71
export IMPL_cts_hold_fix_buffers=0
export IMPL_synth_warning_count=1
export IMPL_vdd_ir_drop_max_mv=0.2290
export IMPL_edf_count=1024
export IMPL_largest_reg_flops=1024
export IMPL_cts_num_sinks=1024
export IMPL_antenna_found_initial=8
export IMPL_area_leaders="edfxtp_1 (64%), mux4_2 (15%), mux2i_1 (6.7%)"
export IMPL_crit_slowest_cell="a311oi_1"
export IMPL_avgSynthCellArea_um2=18.68
export IMPL_area_growth_synth_to_final_pct=17.27
export IMPL_cts_tree="done"
export IMPL_grt_usage=0.2009
export IMPL_cts_resized=0
export IMPL_routed_wirelength_um=152000
export IMPL_synth_flops=1024
==> per-layer routing <==
metal / track usage / share of wire
met3: 0.1640 / 0.18
met2: 0.3003 / 0.47
met4: 0.05734 / 0.036
met5: 0.03390 / 0.0049
met1: 0.2118 / 0.31
==> cells in the final DEF (no fill, tap or decap), types with 5 or more instances in the layout <==
| master | n |
|---|---|
| a211oi_1 | 53 |
| o221ai_1 | 64 |
| nor2b_4 | 5 |
| o21ai_0 | 50 |
| clkdlybuf4s50_1 | 102 |
| a311oi_1 | 32 |
| mux2_2 | 64 |
| nand2_1 | 85 |
| clkbuf_1 | 11 |
| clkinv_2 | 16 |
| buf_12 | 22 |
| o2111ai_1 | 10 |
| clkbuf_16 | 103 |
| buf_4 | 166 |
| mux2i_1 | 320 |
| nand4_1 | 32 |
| mux4_2 | 316 |
| clkinv_1 | 15 |
| a221oi_1 | 38 |
| nor2_4 | 33 |
| a221oi_2 | 16 |
| bufinv_16 | 24 |
| a21oi_1 | 32 |
| mux4_1 | 36 |
| edfxtp_1 | 1024 |
| nor2b_1 | 32 |
| conb_1 | 32 |
| clkinv_4 | 5 |
| nand3b_1 | 6 |
| clkinvlp_4 | 5 |
| a22oi_1 | 64 |
| a211oi_2 | 11 |
==> cell type report <==
type                            count  area (um^2)  share of cell area
Antenna cell                        2        5.005          0.00008908
Timing Repair Buffer              299         2805             0.04993
Clock inverter                     70        997.2             0.01775
Clock buffer                      114         2619             0.04661
Tap cell                         2072         2592             0.04615
Multi-Input combinational cell   1354        16400              0.2920
Sequential cell                  1024        30750              0.5473
Inverter                            2        10.01           0.0001782
==> worst max-delay path, delay by kind of cell <==
kind	cells	cell delay, ns
buffers and inverters	3	1.28
and+or+nand+nor	2	0.78
AOI/OAI and AO/OA	2	0.93
==> path summary, 6_finish.rpt <==
path / slack, ns / endpoint / cells past startpoint / from
setup / recovery: 0.52 / read_rs2_data[11] / 7 / rs2[3]
hold / removal: 1.29 / regs[0][12] / 2 / write_rd_data[12]
==> logic make-up after synthesis <==
| family | Yosys count | synth area share |
|---|---|---|
| mux | 736 | 0.2502 |
| flops | 1024 | 0.6419 |
| simple gates | 212 | 0.02184 |
| buf+inv | 217 | 0.02445 |
| other cells | 1 | 0.00007828 |
| compound gates | 374 | 0.06154 |
==> cell usage after synthesis, types with 2 or more instances <==
| cell type | instances |
|---|---|
| o221ai_1 | 64 |
| o21ai_1 | 4 |
| nand2_1 | 85 |
| a221oi_2 | 16 |
| nand3_1 | 2 |
| a211oi_1 | 53 |
| nand4_1 | 32 |
| buf_6 | 12 |
| or3_1 | 2 |
| a221oi_1 | 38 |
| or3b_2 | 5 |
| inv_1 | 2 |
| mux2i_1 | 320 |
| buf_2 | 50 |
| mux2_2 | 64 |
| nor2b_1 | 37 |
| mux4_2 | 316 |
| edfxtp_1 | 1024 |
| o21ai_0 | 50 |
| a22oi_1 | 64 |
| mux4_1 | 36 |
| nor2_1 | 36 |
| a21oi_1 | 32 |
| o2111ai_1 | 10 |
| clkbuf_1 | 98 |
| nand3b_1 | 6 |
| a211oi_2 | 11 |
| a311oi_1 | 32 |
| buf_4 | 53 |
==> power by group through the flow <==
| stage | logic, mW | clock network [mW] | registers, mW |
|---|---|---|---|
| CTS | 1.53 | 7.13 | 8.15 |
| finish | 1.52 | 7.05 | 8.15 |
| global route | 1.62 | 7.37 | 8.16 |
==> metrics by stage <==
step | cells | worst slack [ns]
2_1_floorplan | 2595 | 2.130
3_3_place_gp | 4751 | 0.6293
3_5_place_dp | 4751 | 0.5925
4_1_cts | 4935 | 0.5909
5_1_grt | 4936 | 0.4020
6_report | 4937 | 0.5174
No activity file was given, so power comes from the tool's default toggle rates.
