===== flow/config.mk =====
export PLATFORM = sky130hd
export DESIGN_NAME = instruction_mem
export DESIGN_NICKNAME = instruction_mem
export VERILOG_FILES = /design/flow/design.v
export SDC_FILE = /design/flow/constraint.sdc
export NUM_CORES = 4
export LEC_CHECK = 1
export CORE_AREA = 10 10 82 82
export DIE_AREA = 0 0 92 92

===== flow/constraint.sdc =====
current_design instruction_mem

set clk_period 2.8
set clk_io_pct 0.2

create_clock -name clk0 -period $clk_period

set non_clock_inputs [all_inputs -no_clocks]
set_input_delay [expr $clk_period * $clk_io_pct] -clock clk0 $non_clock_inputs
set_output_delay [expr $clk_period * $clk_io_pct] -clock clk0 [all_outputs]

===== flow/design.v =====
module instruction_mem (
    input [31: 0] pc,
    output [31: 0] instruction
);
reg [31: 0] inst_mem[63: 0];
assign instruction = inst_mem[pc >> 2];
initial begin
    inst_mem[0] =	32'hfe010113;          	 
    inst_mem[1] =	32'h00812e23;          	 
    inst_mem[2] =	32'h02010413;          	 
    inst_mem[3] =	32'hfea42623;          	 
    inst_mem[4] =	32'hfec42783;          	 
    inst_mem[5] =	32'h0007a703;          	 
    inst_mem[6] =	32'h00200793;          	 
    inst_mem[7] =	32'h00f71e63;          	 
    inst_mem[8] =	32'hfec42783;          	 
    inst_mem[9] =	32'h0007a783;          	 
    inst_mem[10] =	32'h00178713;          	 
    inst_mem[11] =	32'hfec42783;          	 
    inst_mem[12] =	32'h00e7a023;          	 
    inst_mem[13] =	32'h01c0006f;          	 
    inst_mem[14] =	32'hfec42783;         	 
    inst_mem[15] =	32'h0007a783;          	 
    inst_mem[16] =	32'h00a78713;          	 
    inst_mem[17] =	32'hfec42783;          	 
    inst_mem[18] =	32'h00e7a023;          	 
    inst_mem[19] =	32'h00000013;          	 
    inst_mem[20] =	32'h01c12403;          	 
    inst_mem[21] =	32'h02010113;          	 
    inst_mem[22] =	32'h00008067;          	 
    inst_mem[23] =	32'hfe010113;         	 
    inst_mem[24] =	32'h00112e23;          	 
    inst_mem[25] =	32'h00812c23;          	 
    inst_mem[26] =	32'h02010413;          	 
    inst_mem[27] =	32'h00100793;          	 
    inst_mem[28] =	32'hfef42623;          	 
    inst_mem[29] =	32'hfec40793;          	 
    inst_mem[30] =	32'h00078513;          	 
    inst_mem[31] =	32'hf85ff0ef;          	 
    inst_mem[32] =	32'h00000793;          	 
    inst_mem[33] =	32'h00078513;         	 
    inst_mem[34] =	32'h01c12083;          	 
    inst_mem[35] =	32'h01812403;          	 
    inst_mem[36] =	32'h02010113;          	 
    inst_mem[37] = {12'h0, 5'b0, 3'b000, 5'b0, 7'b0010011};  
end
endmodule

===== flow/run.sh =====
#!/bin/bash
# OpenROAD 26Q1-2900-gdf79404cd8, Yosys 0.63+post, stock flow scripts
make -C /OpenROAD-flow-scripts/flow DESIGN_CONFIG=/design/flow/config.mk WORK_HOME=/design/flow/orfs finish

==> results.txt <==
impl run done, here's what came out: status=completed, Slowest-stage cell, CP=clkdlybuf4s50_1, # rows=26, HPWL Detailed=roughly 3700 µm, first-pass GRT wire length=just under 9000 µm, GR met3 Demand/Resource=0.0132, drt via density=roughly 5.2, largest net degree at the start of global routing=18, Final Worst Setup Slack=0.0364 ns, wire per inst=around 16 µm, CP Launch Type=input port, cell count listed in synth_stat.txt=188, port bufs=36, # placed instances=around 330, Comb gate area=1240 µm², register area=0 µm², Max Transition Viols Final=0, crit path kind=input port to primary output, die width=92 µm, area growth from synthesis to layout=104%, Final Cell Area=2440 µm², number of nets with antenna violations after routing=0, met1 GRT Util=0.179, flip-flops=0, Critical Path AT=2.20 ns, main area contributors=ha_1 (8.4%), a21oi_1 (7.5%), nand2_1 (6.0%), fmax=approximately 360 MHz, Lkg Pwr=roughly 1.1 nW, Filler cells=roughly 470, hold slack final=1.71 ns, I/O pin count=64, CP bufs+invs=5, final hold violations=0, final setup vio count=0, ant diodes=0, Final Critical Period=2.76 ns, # clk buffers=0, vias in the first global route=1724, Yosys top cell area share=0.0837, Crit. End Element=primary output, critical path peak fanout=6, antenna violations before repair=0, gr ovfl total=0, Power, Total=386 µW, initial core utilization=0.236, vias=1804, final std cells w/o fill=346, slowest stage delay, CP=0.41 ns, maxcap violations=0, Worst setup endpoint=instruction[3], Critical Path Start=pc[2], drc violations=0, full die area=8460 µm², yosys stat area=1200 µm², Cell Area, Placed=1970 µm², drt total wl=5480 µm, Die Y=92 µm, most used routing layer=met2, Post-Syn Area=roughly 1200 µm², RePlAce Congestion=just over 0.9, worst hold path class=input port to primary output, Yosys warnings=1, core box area=5070 µm², layout cells sized above 1=0.475, crit-path cells=clkdlybuf4s15_2 > buf_6 > buf_4 > ha_4 > buf_6 > mux2_2 > and3_4 > clkdlybuf4s50_1, Mapped Cells=between 150 and 200, WP data required=roughly 2.2 ns, tool warnings=roughly 66, Cell Type Count=49, total track usage=0.123, Top Layout Cells=buf_4 (61), dlygate4sd2_1 (17), nand2_1 (14), Yosys top cell by area=ha_1, TritonRoute pass-1 iters=5, power per cell area=158 nW/µm², Placement Setup Slack=-0.469 ns, Syn Area/Cell=around 6.4 µm², number of DRC violations after detailed-routing iteration 0=165, Final period util=0.987, most frequent logic cell in the layout=buf_4, Seq/Total Area, Yosys=0, CP Depth=8, GR Util met2=0.191, worst vdd ir=roughly 86 µV, hold buffers post-CTS=0, Top delay family on crit path=buffers and inverters, Worst path most repeated cell=buf_6
## stage by stage
step	utilization	TNS (ns)
floorplan	-	0
global placement	0.387	-9.51
detailed placement	0.387	-9.91
CTS	0.458	-0.120
global route	0.481	-0.0502
finish	0.481	0
## layer usage
layer / share of wire / wire, µm / vias up
met1: 0.44 / 2440 / 815
met3: 0.078 / 426 / 14
met5: 0 / 0 / -
li1: - / - / 863
met2: 0.45 / 2450 / 112
met4: 0.030 / 162 / 0
## timing repair
action	in CTS	in global routing
resized	80	19
endpoints found under the setup margin	30	11
buffers inserted	8	6
endpoints found under the hold margin	0	0
pin swaps	11	8
cloned	5	0
## worst min path at each step
stage / endpoint / from / cells after the start / slack, ns
6_report: instruction[21] / pc[5] / 4 / 1.71
5_1_grt: instruction[21] / pc[5] / 4 / 1.75
4_1_cts: instruction[25] / pc[2] / 6 / 1.89
## power breakdown
part / internal, mW / leakage, nW / switching (mW)
Combinational: 0.220 / 1.13 / 0.166
Clock: 0 / 0 / 0
Sequential: 0 / 0 / 0
Total: 0.220 / 1.13 / 0.166
## area by class of cell
type	instances	area share
inverters	4	0.00616
multi-input cells	158	0.509
well taps	70	0.0359
repair buffers	114	0.448
## tightest hold or removal path, stage by stage
cell	delay, ns
dlygate4sd2_1	0.23
buf_2	0.16
a211oi_1	0.07
dlymetal6s2s_1	0.13
## cells by family (layout without fill, tap and decap cells)
group / count (synthesis) / count (layout) / share of synthesized area
compound gates: 68 / 68 / 0.376
xor+xnor: 1 / 1 / 0.00732
fa+ha+maj: 8 / 8 / 0.0837
buf+inv: 31 / 118 / 0.144
mux: 7 / 7 / 0.0711
other cells: 1 / 2 / 0.00314
simple gates: 72 / 72 / 0.315
## synthesized netlist by cell type, types with 2 or more instances
cell,n
nor2_1,7
nand3_1,8
ha_1,8
or2_2,2
o211ai_1,4
mux2_2,2
nand2b_1,11
buf_2,12
o21ai_1,4
and3_1,4
inv_1,4
nand3b_1,3
a211oi_1,5
mux2i_1,4
o21ai_0,12
a21boi_0,2
o21a_1,2
nor3_1,4
a31oi_1,6
a221oi_1,2
a21oi_1,18
nand2_1,19
buf_4,9
nor2b_1,8
clkbuf_1,4
Power is estimated from default activity; no workload was simulated.
