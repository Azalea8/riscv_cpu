$ cat flow/run.sh
#!/bin/bash
# OpenROAD 26Q1-2900-gdf79404cd8, Yosys 0.63+post, stock flow scripts
make -C /OpenROAD-flow-scripts/flow DESIGN_CONFIG=/design/flow/config.mk WORK_HOME=/design/flow/orfs finish
$ cat flow/config.mk
export PLATFORM = sky130hd
export DESIGN_NAME = data_mem
export DESIGN_NICKNAME = data_mem
export VERILOG_FILES = /design/flow/design.v
export SDC_FILE = /design/flow/constraint.sdc
export NUM_CORES = 4
export LEC_CHECK = 1
export CORE_UTILIZATION = 40
$ cat flow/constraint.sdc
current_design data_mem

set clk_period 24.5
set clk_io_pct 0.2

create_clock -name clk0 -period $clk_period [get_ports {clk}]

set non_clock_inputs [all_inputs -no_clocks]
set_input_delay [expr $clk_period * $clk_io_pct] -clock clk0 $non_clock_inputs
set_output_delay [expr $clk_period * $clk_io_pct] -clock clk0 [all_outputs]
$ cat flow/design.v
module data_mem(
    input clk, rst, 
    input [1: 0] write_mem, 
    input [2: 0] read_mem,
    input [31: 0] address, write_data,
    output reg [31: 0] out_mem
);
reg [7: 0] data [127: 0];
always @(*) begin
    case (read_mem[1: 0])
        2'b00:begin
            out_mem = 32'b0;
        end
        2'b01:begin
            out_mem = {data[address + 3], data[address + 2], data[address + 1], data[address]};
        end
        2'b10:begin
            if(read_mem[2]) out_mem = {{16{data[address + 1][7]}}, data[address + 1], data[address]};
            else out_mem = {16'b0, data[address + 1], data[address]};
        end
        2'b11:begin
            if(read_mem[2]) out_mem = {{24{data[address][7]}}, data[address]};
            else out_mem = {24'b0, data[address]};
        end 
        default:begin
            out_mem = 32'b0;
        end
    endcase
end
always @(posedge clk) begin
    case (write_mem)
        2'b01:begin
            data[address + 3] = write_data[31: 24];
            data[address + 2] = write_data[23: 16];
            data[address + 1] = write_data[15: 8];
            data[address] = write_data[7: 0];
        end
        2'b10:begin
            data[address + 1] = write_data[15: 8];
            data[address] = write_data[7: 0];
        end
        2'b11:begin
            data[address] = write_data[7: 0];
        end 
        default: begin
        end
    endcase
end
endmodule
==> notes.md <==
Flow results.

- Setup repair after global routing left no endpoint under its margin.
- The row count is 184.
- Setup violations remaining at the end of the flow were counted as 0.
- The critical path capture point type is a primary output.
- For this run the top cell type by instance count after synthesis was nand2_1.
- The worst path uses 72.3% of the clock period.
- The chip height is 506 microns.
- The worst setup path is launched from an input pin.
- The clock slew at the register clock pins of the worst setup and hold paths is 60 ps.
- The most common flop cell mapped by yosys is edfxtp_1.
- According to the I/O placement log, the pin count is 103.
- The number of fill cells is 23.4k.
- The script logs the mean routed wire length per placed instance as 45.4 microns.
- The type recorded for the worst min-delay path is input pin to register.
- After clock tree synthesis, the setup repair step added 0 buffers.
- The synthesized instance count is 11.3k.
- The initial antenna violation count was 103.
- After its last routability iteration, the placer logged a weighted congestion of 1.15.
- The via count is 104k.
- The flow measured a signed area growth from synthesis to layout of 8.16%.
- The initial cell density of the core is 40.3%.
- The total wirelength of the detailed-routed design is 652 mm.
- The run finished, with violations left.
- Sorting the Yosys area breakdown by cell type puts at the top edfxtp_1.
- The worst slack at placement is 7170 ps.
- The clock root buffer master is clkbuf_16.
- The worst setup path is of the input pin to primary output kind.
- The flip-flop count of the largest register, all copies and words added is 1024.
- The synthesized netlist was found by Yosys to have 11.3k cells.
- The placement report lists the number of port buffers as 76.
- Entering global routing, the biggest net connects 103 pins.
- The final instance count without filler cells is 14.4k.
- The tally of unique sky130hd cells used after synthesis is 90.
- Once placement completed, the tool counted placed cells totaling 14.0k.
- At the worst endpoint, the arrival time is 12820 ps.
- The final core area utilization is 43.6%.
- The area of the die is 256000 sq um.
- The report lists the power per cell area as 52.7 nW/um^2.
- The OpenROAD warning count is 64.
- TritonCTS built the clock tree.
- The report lists the number of cells resized after CTS as 0.
- The report counts max-capacitance violations totalling 1.
- The post-synth design cell area is 101000 sq um.
- Per the post-route antenna check, the number of violating nets is 0.
- The number of violations reported at the end of detailed-routing iteration 0 is 13.4k.
- By area the synthesized netlist is led by edfxtp_1 30%, mux4_2 21%, o21ai_0 8.6%.
- The maximum fanout count along the critical path is 64.
- The count of library flops with an enable pin is 1024.
- According to the timing report, the data required time at the worst endpoint equals 19600 ps.
- The share of the Yosys chip area taken by registers is 30.3%.
- Dividing the synthesized area by the synthesized cell count gives 8.95 sq um.
- Per the CTS log, the buffer count on the longest clock path is 3.
- The first global-routing pass estimated 860 mm of wire.
- The worst path setup slack after routing is 6780 ps.
- The via count of the first global-routing pass came to 93.7k.
- The core region is 252000 sq um.
- The commonest cells after synthesis are 2075 x nand2_1, 1748 x o21ai_0, 1325 x a21oi_1, 1024 x edfxtp_1, 966 x mux4_2.
- After detailed routing, the number of remaining DRC violations is 0.
- The cell leakage power is 0.0344 uW.
- The overall power consumption is 5780 uW.
- Across every metal layer, demand over resource in global routing totals 53.4%.
- The flow reports an fmax of 0.0564 GHz.
- The transition time recorded at the tightest slew-check pin is 1560 ps.
- The sum of overflow across all layers after global routing is 0.
- The fraction of final layout cells with drive strength greater than 1 is 18.4%.
- The share of flip-flops with an asynchronous set or reset is 0%.
- The number of CTS-inserted buffers is 134.
- Pins over their slew limit in the final report were tallied at 2.
- For this design, the CTS-stage hold fixing added 0 buffers.
- The half-perimeter wire length after placement is 447 mm.
- The highest ir drop seen on vdd is 86.1 uV.
- The first TritonRoute pass finished after 24 iterations.
- The horizontal die size is 506 microns.
- The final timing report lists a hold violation count of 0.
- The CTS sink count is 1024.
- Across all checked pins, the minimum headroom to the slew limit is -4.65%.
- The number of levels the H-tree was split into is 4.
- The post-synthesis sequential element count is 1024.
- The time the final worst path needs with I/O delays and setup is 17720 ps.
- The total negative slack for setup checks is 0 ps.
- The share of synthesized area in the top cell type comes to 30.3%.
- The checks that failed: max-capacitance violations, max-slew violations.
- Using the TritonRoute via totals, the vias-per-cell ratio works out to 7.22.
- The chip area in the Yosys report is 101000 sq um.
- The count of synthesis-stage warnings from yosys is 1.
-- critical path, cell delays in order --
cell,delay (ps)
buf_8,380
buf_4,650
ha_1,440
xor2_4,790
buf_12,390
buf_4,610
buf_4,690
mux4_2,580
o22a_1,250
o2111ai_1,270
nand4_1,600
nor4b_2,500
nor2_4,30
buf_4,240
o21ai_0,380
clkdlybuf4s50_1,610
-- cell usage in the layout, fill, tap and decap left out, types with 26 or more instances in the layout --
| master | count |
|---|---|
| nand2_1 | 2055 |
| o21ai_0 | 1746 |
| a21oi_1 | 1325 |
| edfxtp_1 | 1024 |
| mux4_2 | 966 |
| nor2_1 | 750 |
| mux2i_1 | 690 |
| buf_4 | 569 |
| nand3_1 | 422 |
| clkbuf_16 | 136 |
| diode_2 | 111 |
| nor2_2 | 85 |
| or4_1 | 81 |
| a211oi_1 | 80 |
| o22ai_1 | 77 |
| a221oi_1 | 74 |
| a21o_1 | 64 |
| o21ai_1 | 60 |
| a22oi_1 | 50 |
| nor2_4 | 41 |
| clkdlybuf4s50_1 | 39 |
| o221ai_1 | 35 |
| buf_6 | 32 |
| nand4_1 | 28 |
| clkinv_2 | 27 |
| or3_1 | 27 |
| clkbuf_1 | 26 |
-- layer usage --
layer | global-route usage (%) | up-vias | wire length, microns
li1 | - | 41800 | -
met1 | 61.8 | 50000 | 210000
met2 | 67.9 | 9600 | 258000
met3 | 40.5 | 2175 | 124000
met4 | 35.4 | 111 | 57600
met5 | 7.88 | - | 3100
-- through the flow --
stage / hold slack, ps / area [sq um]
floorplan: 5380 / 101000
global placement: 5450 / 105000
detailed placement: 5450 / 105000
CTS: 4540 / 109000
global route: 4590 / 110000
finish: 4580 / 110000
-- cell type report --
class	count	area [sq um]	share of cell area [%]
Antenna cell	111	278	0.253
Clock buffer	162	3500	3.19
Clock inverter	74	866	0.789
Inverter	9	47.5	0.0433
Multi-Input combinational cell	8983	64800	59.1
Sequential cell	1024	30700	28.0
Tap cell	3348	4190	3.82
Timing Repair Buffer	654	5260	4.80
-- logic make-up after synthesis --
| group | synth area share [%] |
|---|---|
| compound gates | 19.4 |
| simple gates | 15.3 |
| mux | 28.3 |
| buf+inv | 6.18 |
| flops | 30.3 |
| xor+xnor | 0.295 |
| fa+ha+maj | 0.111 |
-- final timing paths --
kind	depth (start not counted)	end	startpoint
max	16	out_mem[22]	address[0]
min	3	data[89][4]$_DFFE_PP_	write_data[4]
-- power breakdown --
group          internal, uW  leakage [uW]  switching (uW)
Combinational           514        0.0230            1190
Clock                  1160       0.00213             907
Sequential             1970       0.00921            44.0
Total                  3640        0.0344            2140
Power and IR drop assume default switching activity.
